## design/flow/design.v

```verilog
module rx_fsm (
    input  wire       clk,
    input  wire       rst_n,
    input  wire       rx_sample_tick,
    input  wire       rx_line,
    output reg  [7:0] rx_data_out,
    output reg        rx_ready,
    output reg        rx_error
);
    localparam IDLE  = 2'b00;
    localparam START = 2'b01;
    localparam DATA  = 2'b10;
    localparam STOP  = 2'b11;
    reg [1:0]  state;
    reg [7:0]  shift_reg;
    reg [3:0]  bit_ctr;
    reg [3:0]  sample_ctr;
    reg rx_sync1, rx_sync2;
    always @(posedge clk or negedge rst_n) begin
        if (!rst_n) begin
            rx_sync1 <= 1'b1;
            rx_sync2 <= 1'b1;
        end else begin
            rx_sync1 <= rx_line;
            rx_sync2 <= rx_sync1;
        end
    end
    always @(posedge clk or negedge rst_n) begin
        if (!rst_n) begin
            state       <= IDLE;
            shift_reg   <= 8'd0;
            bit_ctr     <= 4'd0;
            sample_ctr  <= 4'd0;
            rx_data_out <= 8'd0;
            rx_ready    <= 1'b0;
            rx_error    <= 1'b0;
        end else begin
            rx_ready <= 1'b0;
            rx_error <= 1'b0;
            if (rx_sample_tick) begin
                case (state)
                    IDLE: begin
                        bit_ctr    <= 4'd0;
                        sample_ctr <= 4'd0;
                        if (rx_sync2 == 1'b0) begin   
                            state <= START;
                        end
                    end
                    START: begin
                        sample_ctr <= sample_ctr + 4'd1;
                        if (sample_ctr == 4'd7) begin
                            if (rx_sync2 == 1'b0) begin
                                state      <= DATA;      
                                sample_ctr <= 4'd0;
                                bit_ctr    <= 4'd0;
                            end else begin
                                state <= IDLE;           
                            end
                        end
                    end
                    DATA: begin
                        sample_ctr <= sample_ctr + 4'd1;
                        if (sample_ctr == 4'd7) begin
                            shift_reg  <= {rx_sync2, shift_reg[7:1]};  
                            bit_ctr    <= bit_ctr + 4'd1;
                            sample_ctr <= 4'd0;
                            if (bit_ctr == 4'd7) begin
                                state <= STOP;
                            end
                        end
                    end
                    STOP: begin
                        sample_ctr <= sample_ctr + 4'd1;
                        if (sample_ctr == 4'd7) begin
                            if (rx_sync2 == 1'b1) begin
                                rx_data_out <= shift_reg;
                                rx_ready    <= 1'b1;     
                            end else begin
                                rx_error    <= 1'b1;     
                            end
                            state      <= IDLE;
                            sample_ctr <= 4'd0;
                        end
                    end
                    default: state <= IDLE;
                endcase
            end
        end
    end
endmodule
```

## design/flow/config.mk

```make
export PLATFORM = sky130hd
export DESIGN_NAME = rx_fsm
export DESIGN_NICKNAME = rx_fsm
export VERILOG_FILES = /design/flow/design.v
export SDC_FILE = /design/flow/constraint.sdc
export NUM_CORES = 4
export LEC_CHECK = 1
export CORE_AREA = 10 10 98 98
export DIE_AREA = 0 0 108 108
```

## design/flow/constraint.sdc

```tcl
current_design rx_fsm

set clk_period 2.1
set clk_io_pct 0.2

create_clock -name clk0 -period $clk_period [get_ports {clk}]

set non_clock_inputs [all_inputs -no_clocks]
set_input_delay [expr $clk_period * $clk_io_pct] -clock clk0 $non_clock_inputs
set_output_delay [expr $clk_period * $clk_io_pct] -clock clk0 [all_outputs]
```

## design/flow/run.sh

```bash
#!/bin/bash
# OpenROAD 26Q1-2900-gdf79404cd8, Yosys 0.63+post, stock flow scripts
make -C /OpenROAD-flow-scripts/flow DESIGN_CONFIG=/design/flow/config.mk WORK_HOME=/design/flow/orfs finish
```

==> flow_summary_export.csv <==
group,metric,value,unit
detailed_routing,route.detailed.wl_per_inst,10.5,um
global_route,globalRouteMet2Util,6.90,%
die,fp.dieArea,0.0117,sq mm
global_route,globalRoute.busiestLayer,"met2",
synthesis,yosys_cells,113,
cells_and_area,layout-drive-gt1-share,26.9,%
timing,finalSetupViolCount,0,
timing,post-route-min-period,1.71,ns
cts,path_clk_slew,0.07,ns
setup_path,cp.required,2.27,ns
cells_and_area,layout.core_utilization,23.5,%
cts,worstSkewPairLatency,0.28,ns
power_and_ir_drop,ir_worst_vdd,0.224,mV
worst_hold_path,whs_endpoint,"rx_sync2",
place,placed_area,0.00168,sq mm
cells_and_area,n_fill_cell,785,
global_route,grt_first_pass_wirelength,4.40,mm
job,openroad.warnings,25,
die,die_w,108,um
timing,final_hold_viol_count,0,
power_and_ir_drop,p_leak,0.000796,uW
die,fp.dieH,108,um
setup_path,worstPathArrival,1.88,ns
setup_path,critical-path-top-delay-family,"simple AND/OR/NAND/NOR gates",
setup_path,timing.critical_path.slowest_cell_delay,0.54,ns
run_status,run_status,"finished, final reports clean",
cells_and_area,instances_no_fill,236,
place,io_buffer_count,13,
setup_path,reg2reg_from,"sample_ctr[0]",
setup_path,worstPathBufferInverterCount,1,
synthesis,yosys_warnings,1,
timing,max-slew-margin-rel,73.9,%
global_route,global_route.overflow_total,0,
timing,worst_clock_skew,0.00201,ns
cts,cts_tree,"yes",
timing,final.setup.tns,0,ns
global_route,track_usage,4.50,%
detailed_routing,antenna_cells,0,
worst_hold_path,min-delay-start,"rx_sync1",
global_route,vias_in_the_first_global_route,907,
synthesis,post_synth_xor_xnor_area,0.615,%
synthesis,synth_area,0.00143,sq mm
synthesis,enable_flop_cells,0,
place,placed_cells_incl_taps,228,
timing,max_freq,585,MHz
detailed_routing,final_antenna_net_count,0,
die,boundaryPins,14,
cts,numCtsBuffers,5,
cells_and_area,area_growth,26.0,%
setup_path,worst-r2r-setup-slack,0.41,ns
timing,drv_slew,0,
cts,number_of_buffers_added_for_setup_after_cts,0,
detailed_routing,detailedRoute.firstPassIterationCount,4,
synthesis,synth.ff_latch_count,32,
die,fp_util,18.6,%
setup_path,critical_path.startpoint_type,"primary input",
worst_hold_path,whs_path_depth,0,
setup_path,worst-path-max-fanout,9,
die,floorplan.core_area,0.00765,sq mm
setup_path,worstSetupPathType,"primary input to flip-flop",
setup_path,crit_slowest_cell,"clkdlybuf4s50_1",
synthesis,yosys.area_share.aoi,10.5,%
detailed_routing,drc,0,
cts,cts.htree.levels,2,
cts,cts-resized-gates,0,
timing,final.setup.worst_slack,0.392,ns
synthesis,synth.lib_cells_used.distinct,39,
synthesis,synth.avg_cell_area,12.6,sq um
setup_path,r2r_cells,5,
global_route,pin_count_of_the_biggest_net_entering_global_routing,33,
cells_and_area,fin_area,0.00180,sq mm
timing,rsz_0062_raised_after_global_routing,"no",
setup_path,cp_num_cells,4,
place,post-dp-hpwl,1.75,mm
timing,finalCritPeriodShare,81.3,%
worst_hold_path,min-delay-path-class,"flip-flop to flip-flop",
setup_path,cp_cell_sequence,"clkdlybuf4s50_1 > and4b_1 > and3_4 > mux2_4",
synthesis,synth_simple_gate_area_share,11.8,%
detailed_routing,drt-total-wl,2.48,mm
cts,cts.sink_count,32,
power_and_ir_drop,power-per-cell-area,685,mW/mm^2
synthesis,synthMuxAreaShare,14.7,%
detailed_routing,drt_iter0_drc,89,
timing,worst_pin_slew,0.392,ns
global_route,gr-usage-met3,1.45,%
synthesis,postSynth.topFlopCell,"dfrtp_1",
synthesis,topCombFamilyByArea,"multiplexers",
die,row_count,32,
cts,clock_path_buffers,2,
detailed_routing,detail_route.vias_per_cell,3.85,
detailed_routing,num_vias,909,
setup_path,worst_setup_path_end_kind,"flip-flop",
job,maxCapViolCount,0,
place,preCtsSetupSlack,0.0927,ns
global_route,antenna_violations_before_repair,0,
synthesis,yosys-stat-area,0.00143,sq mm
synthesis,async_flop_share,100,%
synthesis,ys_seq_share,56.5,%
global_route,grt_use_met1,6.25,%
cts,cts.hold.buffers_added,0,
synthesis,synthesis.instances,113,
setup_path,worst_r2r_endpoint,"shift_reg[1]",
synthesis,synth_adder_area_share,1.76,%
cts,clk_root_buffer_cell,"clkbuf_8",
place,place_congestion,0.806,
-- cells in the mapped netlist, types with 2 or more instances --
cell | n | area, sq um
or3_1 | 3 | 18.8
inv_1 | 6 | 22.5
ha_1 | 2 | 25.0
nor2_1 | 2 | 7.51
mux2_2 | 8 | 90.1
dfstp_2 | 3 | 78.8
nand3_1 | 3 | 15.0
nand2b_1 | 2 | 12.5
o211ai_1 | 2 | 15.0
dfrtp_1 | 29 | 726
buf_6 | 2 | 22.5
o21ai_0 | 6 | 30.0
mux2_4 | 8 | 120
nand2_1 | 6 | 22.5
a21oi_1 | 3 | 15.0
buf_2 | 2 | 10.0
a21o_1 | 2 | 15.0
nor3_1 | 3 | 15.0
-- metrics by stage --
step                hold WS (ns)  total power [uW]
floorplan                  0.124               644
detailed placement         0.347               668
global route               0.362              1290
CTS                        0.357              1250
global placement           0.347               667
finish                     0.356              1230
-- worst max path at each step --
stage / startpoint / slack [ns] / endpoint
6_report: rx_sample_tick / 0.39 / rx_data_out[6]
4_1_cts: rx_sample_tick / 0.40 / rx_data_out[6]
5_1_grt: sample_ctr[0] / 0.32 / bit_ctr[3]
-- power by group --
group	switching, uW	internal, uW	leakage [uW]
clock	224	351	0.0000541
combinational	18.5	11.7	0.000318
sequential	3.86	621	0.000424
-- cell families (layout without fill, tap and decap cells) --
kind of cell    count (synthesis)  after routing
flops                          32             32
simple gates                   29             29
compound gates                 22             22
mux                            16             16
buf+inv                        11             32
fa+ha+maj                       2              2
xor+xnor                        1              1
-- layer usage --
layer	share of wire, %	vias to the layer above
met5	0	-
met2	46	18
li1	-	446
met1	45	440
met4	1.1	0
met3	7.6	5
-- layout by cell type (no fill, tap or decap), types with 2 or more instances in the layout --
cell type	netlist	layout
mux2_2	8	8
o211ai_1	2	2
buf_4	0	5
nor3_1	3	3
inv_1	6	6
dfrtp_1	29	29
clkbuf_8	0	5
nand3_1	3	3
ha_1	2	2
mux2_4	8	8
clkdlybuf4s50_1	0	13
nor2_1	2	2
nand2_1	6	6
o21ai_0	6	6
or3_1	3	3
nand2b_1	2	2
a21o_1	2	2
a21oi_1	3	3
dfstp_2	3	3
-- area by class of cell --
| cell class | count | area [sq um] | area share (%) |
|---|---|---|---|
| well taps | 102 | 128 | 7.11 |
| clock buffers | 5 | 68.8 | 3.83 |
| clock inverters | 3 | 42.5 | 2.37 |
| repair buffers | 18 | 168 | 9.34 |
| inverters | 6 | 22.5 | 1.25 |
| multi-input cells | 70 | 562 | 31.3 |
| flip-flops and latches | 32 | 805 | 44.8 |
No activity file was given, so power comes from the tool's default toggle rates.
