$ cat flow/design.v
module uart_tx_fsm (
    input  wire       clk,
    input  wire       rst_n,
    input  wire       tx_bit_tick,
    input  wire       tx_start,
    input  wire [7:0] tx_data_in,
    output reg        tx_line,
    output reg        tx_busy
);
    reg [9:0] shift_reg;
    reg [3:0] bit_ctr;
    always @(posedge clk or negedge rst_n) begin
        if (!rst_n) begin
            tx_line   <= 1'b1;
            tx_busy   <= 1'b0;
            shift_reg <= 10'd0;
            bit_ctr   <= 4'd0;
        end 
      else begin
            if (tx_bit_tick) begin
                if (!tx_busy) begin
                    if (tx_start) begin
                        shift_reg <= {1'b1, tx_data_in, 1'b0};
                        tx_busy   <= 1'b1;
                        bit_ctr   <= 4'd0;
                    end
                end 
      else begin
                    tx_line   <= shift_reg[0];
                    shift_reg <= shift_reg >> 1;
                    bit_ctr   <= bit_ctr + 4'd1;
                    if (bit_ctr == 4'd9) begin
                        tx_busy <= 1'b0;
                    end
                end
            end
        end
    end
endmodule
$ cat flow/run.sh
#!/bin/bash
# OpenROAD 26Q1-2900-gdf79404cd8, Yosys 0.63+post, stock flow scripts
make -C /OpenROAD-flow-scripts/flow DESIGN_CONFIG=/design/flow/config.mk WORK_HOME=/design/flow/orfs finish
$ cat flow/config.mk
export PLATFORM = sky130hd
export DESIGN_NAME = uart_tx_fsm
export DESIGN_NICKNAME = uart_tx_fsm
export VERILOG_FILES = /design/flow/design.v
export SDC_FILE = /design/flow/constraint.sdc
export NUM_CORES = 4
export LEC_CHECK = 1
export CORE_AREA = 10 10 93 93
export DIE_AREA = 0 0 103 103
$ cat flow/constraint.sdc
current_design uart_tx_fsm

set clk_period 3.9
set clk_io_pct 0.2

create_clock -name clk0 -period $clk_period [get_ports {clk}]

set non_clock_inputs [all_inputs -no_clocks]
set_input_delay [expr $clk_period * $clk_io_pct] -clock clk0 $non_clock_inputs
set_output_delay [expr $clk_period * $clk_io_pct] -clock clk0 [all_outputs]
==> reports/notes.md <==
The run finished with clean final reports. The synthesized instance count is 70. STA reports a reg2reg setup slack of 2.72 ns.

The detailed router placed 607 vias in this run. The floorplan die width is 103 um, and the worst reg-to-reg path cell count is 2. Warning count from the yosys run: 1. The tightest hold path in the finished design has a slack of 0.484 ns.

The synthesized netlist devotes 7.55% of its cell area to simple gates. In the routed netlist, the antenna diode instances number 0. The fraction of layout cells with a size suffix above 1 is 10.8%, and the critical path depth is 1.

After Yosys synthesis, XOR and XNOR cells account for 0% of the synthesized area. The worst setup path is launched from a register. The cell sitting at the root of the clock tree is a sky130_fd_sc_hd__clkbuf_8. Measured on the finished design, the core utilization comes to 14.8%. Entering global routing, the biggest net connects 17 pins. The post-CTS resize count was 0. The worst IR drop on VDD came out at 0.337 mV. Total power normalized to cell area comes to 664 nW/um^2. The run gives 22 for the number of different library cells in the post-synthesis netlist. TritonCTS built the clock tree. In the layout the commonest cells are sky130_fd_sc_hd__dfrtp_1, sky130_fd_sc_hd__o22ai_1, sky130_fd_sc_hd__clkdlybuf4s50_1, sky130_fd_sc_hd__a21oi_1, sky130_fd_sc_hd__nand2_1. In this design, the stage delay of the slowest critical-path cell is 0.56 ns. The die height is 103 um. The timing report gives the clock slew at the launch and capture registers of the worst setup and hold paths as 0.06 ns. For this run the detailed placement stage logged an HPWL of 1200 um. The CTS H-tree depth came out at 1. Number of design-rule violations left by the first detailed-router iteration: 24.

Post-route period utilization is reported as 54.5%. By area the synthesized netlist is led by sky130_fd_sc_hd__dfrtp_1, sky130_fd_sc_hd__o22ai_1, sky130_fd_sc_hd__a21oi_1. Most frequent standard cell in the layout excluding fill and tap cells: sky130_fd_sc_hd__dfrtp_1. Looking at the setup timing report, the critical path kind is reg -> out. Flip-flop count of the largest register, all copies and words added: 10. In this run the critical path is formed by clkdlybuf4s50_1. The number of detailed-routing iterations run before antenna repair was 4.

The placement summary gives the final routability congestion estimate as 0.794. The static leakage power was 0.376 nW. After synthesis, the largest family of logic cells by area is AND-OR/OR-AND gates.

During I/O placement, the number of pins put on the boundary was 14. The total number of clock tree sinks was 16; the cell count in the Yosys report was 70. The slew of the pin with the lowest slew margin came out at 0.720 ns.

In this run the tightest slew margin relative to its limit is 51.9%. For this run, the register share of the synthesized area comes to 53.9%. Endpoint class of the critical path: an output pin.

The cell type of the slowest stage on the worst timing path is sky130_fd_sc_hd__clkdlybuf4s50_1. The logs give 3.12 ns for the required time at the endpoint of the critical path and 0 for the number of nets with antenna violations after routing. The total global routing overflow was 0. The tools report the buffers inserted during post-CTS setup optimization as 0. Setup repair after global routing left no endpoint under its margin.

The number of logged tool warnings is 26, and the number of inserted filler cells in the final layout is 767. The run gives 16 for the number of storage elements in the synthesis netlist. The final timing report counts setup violations totalling 0. In this run, the synthesized area fraction spent on AND-OR/OR-AND gates is recorded as 27.5%.

The maximum fanout along the worst path was 11. The logs give 3 for the total clock buffers created by CTS and 471 MHz for the top achievable clock speed. Insertion delay to the later sink of the worst-skew pair: 0.25 ns. For the post-detailed-route DRC marker count, the log shows 0.

Checking hold timing, the worst path is listed with class reg -> reg. The routed design shows a wire length per standard cell of 10.1 um. Global router's overall resource usage: 3.27%.

Per the placement report, the placed cell count is 159. The run gives 0 as the count of endpoints failing hold in the final timing report. The number of buffers between clock root and the deepest sink came out at 2. Per the synthesis report, the dominant area consumer among library cells is sky130_fd_sc_hd__dfrtp_1.

The summed negative setup slack over all endpoints came out at 0 ns. Number of port buffers: 13. With the global-route wire length before repair at 2800 um, the tally of max-capacitance violations is 0.

The row count is 30. The floorplan step records an initial core utilization of 11.0%. Initial antenna violation count: 0. Broken down by cell family, the worst path's largest delay share belongs to buffers and inverters. After detailed routing, the total wire length is 1650 um. In the final layout, the multi-input gates occupy 308 sq um. With the adder and majority cell fraction of the synthesized area at 3.36%, the synthesized area divided by synthesized cell count is 10.7 sq um. Area growth from synthesis to final layout: 34.4%.

The critical path buffer and inverter count is 1, and the number of buffers inserted by hold repair at cts is 0. The logs give 0.000775 ns for the worst clock skew and 6760 sq um for the core box area. With the number of slew-limit violations in the final report at 0, the fraction of synthesized area in multiplexers is 2.85%. Summing every instance area after synthesis gives 746 sq um.

The run gives 1.34 ns for the endpoint arrival time on the critical path. The finished layout holds 163 standard cells, fillers aside. The run gives 10600 sq um as the die area. Summing all flip-flop and latch instances after layout gives 402 sq um. Worst hold path depth: 1. The number of global-route vias before repair was 582.

Using the TritonRoute via totals, the vias-per-cell ratio works out to 3.72. With the final critical delay including setup and external delays at 2.12 ns, the chip area in the Yosys report is 746 sq um. The share of synthesized area in the top cell type comes to 50.3%.
-- cell usage after synthesis (all sizes together) --
library cell,instances
buf,4
dfstp,1
mux2,1
a21oi,10
inv,2
ha,2
a41oi,1
a22o,1
dfrtp,15
o22ai,14
nand2,8
o311ai,1
mux2i,1
nand3,2
nand3b,1
o21ai,4
a32o,1
nor2b,1
-- metal layers --
layer / global-route usage (%) / share of wire (%) / routed length, um / vias to the layer above
li1: - / - / - / 294
met1: 4.74 / 52 / 858 / 290
met2: 4.39 / 38 / 627 / 21
met3: 1.69 / 8.9 / 146 / 2
met4: 0.214 / 0.79 / 13 / 0
met5: 0 / 0 / 0 / -
-- where the power goes --
group	internal, mW	switching (mW)
Sequential	0.247	0.0706
Clock	0.0895	0.0577
Combinational	0.109	0.0923
-- through the flow --
stage	setup slack [ns]	instance area [sq um]	power, mW
finish	1.78	1000	0.665
CTS	1.74	1000	0.672
detailed placement	1.61	947	0.522
floorplan	2.57	746	0.452
global route	1.69	1000	0.724
global placement	1.61	947	0.518
-- cell type report --
class	instances	share of cell area [%]
timing repair buffer	13	13.0
sequential	16	40.1
clock buffer	4	5.49
inverter	2	0.749
tap	80	9.99
multi-input combinational	48	30.7
-- kinds of logic after synthesis --
| family | count (synthesis) |
|---|---|
| compound gates | 32 |
| flops | 16 |
| simple gates | 12 |
| buf+inv | 6 |
| mux | 2 |
| fa+ha+maj | 2 |
-- worst paths after layout --
path                               from      endpoint
max                             tx_busy       tx_busy
min                        shift_reg[0]  shift_reg[0]
max reg2reg                     tx_busy       tx_line
min reg2reg                shift_reg[0]  shift_reg[0]
max in group asynchronous         rst_n       tx_busy
min in group asynchronous         rst_n  shift_reg[7]
Power is estimated from default activity; no workload was simulated.
